==> design.v <==
`timescale 1ns/1ps
module ma_core_ema(clk, rst, in_valid, in_price, out_valid, out_avg);
  parameter ALPHA_SH = 4;   
  input clk;
  input rst;
  input in_valid;
  input  [31:0] in_price;    
  output        out_valid;
  output [31:0] out_avg;     
  reg out_valid;
  reg [31:0] out_avg;
  reg seeded;
  reg [47:0] avg48, x48, delta48, step48, next48;
  task arshift48;
    inout [47:0] v;
    input integer sh;
    integer k;
    begin
      for (k = 0; k < sh; k = k + 1)
        v = {v[47], v[47:1]};   
    end
  endtask
  always @(posedge clk) begin
    if (rst) begin
      out_valid <= 1'b0;
      out_avg   <= 32'd0;
      seeded    <= 1'b0;
    end else begin
      out_valid <= 1'b0;
      if (in_valid) begin
        avg48   = {{16{out_avg[31]}}, out_avg};
        x48     = {{16{in_price[31]}}, in_price};
        delta48 = x48 + (~avg48 + 48'd1);
        step48  = delta48;
        arshift48(step48, ALPHA_SH);
        if (!seeded) begin
          out_avg <= in_price;
          seeded  <= 1'b1;
        end else begin
          next48  = avg48 + step48;
          out_avg <= next48[31:0];
        end
        out_valid <= 1'b1;
      end
    end
  end
endmodule
`timescale 1ns/1ps
module tick_pipeline(
  clk, rst, in_valid, in_price, out_valid, out_signal, fast_dbg, slow_dbg
);
  parameter FAST_ALPHA_SH = 1;  
  parameter SLOW_ALPHA_SH = 6;  
  input clk;
  input rst;
  input in_valid;
  input  [31:0] in_price;    
  output        out_valid;
  output [1:0]  out_signal;  
  output [31:0] fast_dbg;    
  output [31:0] slow_dbg;    
  wire v_fast, v_slow;
  wire [31:0] fast_avg, slow_avg;
  ma_core_ema #(.ALPHA_SH(FAST_ALPHA_SH)) u_fast (
    .clk(clk),
    .rst(rst),
    .in_valid(in_valid),
    .in_price(in_price),
    .out_valid(v_fast),
    .out_avg(fast_avg)
  );
  ma_core_ema #(.ALPHA_SH(SLOW_ALPHA_SH)) u_slow (
    .clk(clk),
    .rst(rst),
    .in_valid(in_valid),
    .in_price(in_price),
    .out_valid(v_slow),
    .out_avg(slow_avg)
  );
  wire v_both = v_fast & v_slow;   
  reg        out_valid_r;
  reg [1:0]  signal_r;
  reg [31:0] fast_q, slow_q;   
  always @(posedge clk) begin
    if (rst) begin
      fast_q      <= 32'd0;
      slow_q      <= 32'd0;
      out_valid_r <= 1'b0;
      signal_r    <= 2'b00;
    end else begin
      if (v_both) begin
        fast_q <= fast_avg;
        slow_q <= slow_avg;
      end
      if (v_both) begin
        if (fast_q > slow_q)
          signal_r <= 2'b01;       
        else if (fast_q < slow_q)
          signal_r <= 2'b11;       
        else
          signal_r <= 2'b00;       
        out_valid_r <= 1'b1;
      end else begin
        out_valid_r <= 1'b0;
      end
    end
  end
  assign out_valid  = out_valid_r;
  assign out_signal = signal_r;
  assign fast_dbg   = fast_q;
  assign slow_dbg   = slow_q;
endmodule
==> run.sh <==
#!/bin/bash
# OpenROAD 26Q1-2900-gdf79404cd8, Yosys 0.63+post, stock flow scripts
make -C /OpenROAD-flow-scripts/flow DESIGN_CONFIG=/design/flow/config.mk WORK_HOME=/design/flow/orfs finish
==> config.mk <==
export PLATFORM = sky130hd
export DESIGN_NAME = tick_pipeline
export DESIGN_NICKNAME = tick_pipeline
export VERILOG_FILES = /design/flow/design.v
export SDC_FILE = /design/flow/constraint.sdc
export NUM_CORES = 4
export LEC_CHECK = 1
export CORE_UTILIZATION = 40
==> constraint.sdc <==
current_design tick_pipeline

set clk_period 17.3
set clk_io_pct 0.2

create_clock -name clk0 -period $clk_period [get_ports {clk}]

set non_clock_inputs [all_inputs -no_clocks]
set_input_delay [expr $clk_period * $clk_io_pct] -clock clk0 $non_clock_inputs
set_output_delay [expr $clk_period * $clk_io_pct] -clock clk0 [all_outputs]
==> results.yml <==
# yosys + openroad results
run_status:
  status: "complete, no violations"
place:
  gp_congestion: 0.896
  port_buffers: 101
  dp_hpwl_um: 24600
  place_area_sq_mm: 0.0132
layout:
  regArea_sq_mm: 0.00267
  drive_above_1_share: 0.0437
  logic_area_sq_mm: 0.00855
  layout_top_cells: "187 x nor2_1, 160 x ha_1, 131 x dfxtp_1, 123 x a21oi_1, 121 x inv_1"
  design_area_sq_mm: 0.0138
  synthToLayoutAreaGrowth_pct: 16.1
  layout_top_cell: "nor2_1"
  fill_cells: 2765
final_timing:
  tns_ns: 0
  drv_slew: 0
  finalCriticalPeriod_ns: 8.31
  worstMarginPinSlew_ns: 0.764
  skew_ns: 0.0149
  timing.fmax_mhz: 120
  setup_viol: 0
  period_used_share: 0.480
  rsz0062_at_grt: "false"
  max_slew_margin: 0.491
  finalHoldViolations: 0
clock_network:
  cts.reportedPaths.clkPinSlew_ns: 0.06
  post-cts-setup-buffers: 0
  h-tree-depth: 4
  hold_buffers: 0
  clock_path_buffers: 2
  cts.sinks: 133
  clock_latency_ns: 0.43
  cts_made_buffers: 17
  cts_tree: "done"
  cts-root-buf: "clkbuf_16"
  cts_resized: 0
worst_hold_path:
  hp-start: "slow_q[14]"
  min_to: "slow_q[14]"
  hold_depth: 2
  hp-class: "flop to flop"
synthesis:
  synthAoiAreaFrac: 0.228
  syn-cell-area_sq_mm: 0.0119
  ys_sh_adder: 0.174
  ys_async_sr_fraction: 0
  simple_gate_area_frac: 0.175
  ys_ff: 133
  yosys_cells: 1491
  edf_count: 0
  netlist_instances: 1491
  xor_area_frac: 0.0753
  top_logic_kind: "AND-OR/OR-AND gates"
  syn-mean-instance-area_sq_um: 7.96
  synth-main-ff-cell: "dfxtp_1"
  ys_area_sq_mm: 0.0119
  synthMuxAreaShare: 0.0693
  ys_seq_share: 0.224
  yosys_warnings: 3
  synth_cell_types: 76
power:
  max-vdd-ir-drop_uv: 63.5
  power_mw: 1.43
  power_density_mw_per_mm2: 104
  p_leak_nw: 5.83
floorplan:
  die_w_um: 174
  placementRows: 62
  fp_util: 0.410
  core_sq_mm: 0.0289
  io_pins: 102
  die_y_um: 174
  die_area_sq_mm: 0.0304
worst_setup_path:
  crit_type: "input port to flop"
  crit_path_max_fanout: 7
  r2r_slack_ns: 12.06
  timing.rr.end: "u_slow.out_avg[25]"
  crit_arrival_ns: 8.63
  reg2reg_depth: 23
  cp.required_ns: 17.62
  r2r_start: "u_slow.out_avg[1]"
  endpoint_kind: "flop"
  start_kind: "input port"
drt:
  vias_per_cell: 5.36
  avgRoutedWirePerCell_um: 16.2
  routed_wl_um: 31800
  dr.pass1.iters: 5
  drt_iter0_drc: 744
  antennaDiodeCount: 0
  ant_nets: 0
  post-route-drc-count: 0
  vias: 10500
global_routing:
  grt_pass1_vias: 9684
  grt-ovfl-total: 0
  antenna_found_initial: 0
  grt_max_degree: 73
  track_usage: 0.212
  grt_pass1_wl_um: 51100
flow_run:
  cap_violations: 0
  warning_count: 29
## worst max-delay path by stage
stage | from | end | slack (ns)
6_report | in_price[1] | u_slow.out_avg[25] | 8.99
5_1_grt | in_price[1] | u_slow.out_avg[25] | 8.52
4_1_cts | in_price[1] | u_slow.out_avg[25] | 8.99
## cell usage after synthesis (4+ instances only)
master | n | share of area
nand2b_1 | 29 | 0.015
a21oi_1 | 123 | 0.052
nor2_1 | 187 | 0.059
xnor2_1 | 70 | 0.052
a21oi_2 | 6 | 0.0044
o21ai_1 | 7 | 0.0030
o21a_1 | 17 | 0.011
nand2_1 | 72 | 0.023
inv_1 | 121 | 0.038
o21ai_0 | 48 | 0.020
ha_1 | 160 | 0.17
a311oi_1 | 18 | 0.013
nor3_1 | 26 | 0.011
nor2b_1 | 35 | 0.018
or3_1 | 12 | 0.0063
clkbuf_1 | 39 | 0.012
buf_1 | 9 | 0.0028
and3_1 | 8 | 0.0042
a211oi_1 | 41 | 0.026
mux2i_1 | 81 | 0.068
a31oi_1 | 10 | 0.0053
o21bai_1 | 17 | 0.011
nor4_1 | 4 | 0.0021
xor2_1 | 32 | 0.024
dfxtp_1 | 133 | 0.22
nand4_1 | 15 | 0.0079
or2_2 | 7 | 0.0037
nand3_1 | 25 | 0.011
a21o_1 | 57 | 0.036
a211o_1 | 5 | 0.0037
## flip-flops by register name, indices dropped and copies added (netlist names)
name / cells
slow_q: 32
signal_r: 2
out_valid_r: 1
fast_q: 32
u_slow.out_avg: 32
u_fast.out_avg: 32
u_slow.out_valid: 1
u_fast.seeded: 1
## layout make-up
| class | count | area share |
|---|---|---|
| Multi-Input combinational cell | 1186 | 0.621 |
| Sequential cell | 133 | 0.194 |
| Timing Repair Buffer | 106 | 0.0757 |
| Clock buffer | 23 | 0.0370 |
| Tap cell | 384 | 0.0349 |
| Inverter | 121 | 0.0330 |
| Clock inverter | 9 | 0.00490 |
## power breakdown
group | internal [mW] | switching [mW]
Sequential | 0.330 | 0.0350
Clock | 0.208 | 0.149
Combinational | 0.314 | 0.393
Total | 0.852 | 0.576
## routing by layer
layer  share of wire  up-vias  track usage
li1                -     5474            -
met1            0.50     4837        0.320
met2            0.45      184        0.338
met3           0.036       19       0.0281
met4          0.0090        0       0.0212
met5               0        -            0
## critical path, stage by stage
cell	delay, ns
clkdlybuf4s50_1	0.51
ha_1	0.33
nand2_1	0.04
o21ai_1	0.16
a41oi_1	0.25
a22o_1	0.33
o31ai_4	0.41
nand2_1	0.10
a21oi_1	0.22
a21oi_1	0.11
xnor2_1	0.13
ha_1	0.36
a2111oi_0	0.39
o21ai_0	0.19
a211o_1	0.28
a21o_1	0.18
a31o_1	0.21
a21oi_1	0.22
o21bai_1	0.09
a21oi_1	0.17
xnor2_1	0.14
nand2_1	0.07
a311oi_1	0.28
## cells by family (layout without fill, tap and decap cells)
| logic type | after synthesis | in the layout |
|---|---|---|
| AND-OR/OR-AND | 399 | 399 |
| XOR/XNOR | 102 | 102 |
| adder cells (fa/ha/maj) | 163 | 163 |
| buffers and inverters | 172 | 259 |
| flip-flops | 133 | 133 |
| multiplexers | 82 | 82 |
| AND/OR/NAND/NOR | 440 | 440 |
## per-stage QoR
| stage | hold WS [ns] | setup slack [ns] | std cells | util |
|---|---|---|---|---|
| after floorplan | 0.434 | 9.58 | 1491 | - |
| after global placement | 0.505 | 8.65 | 1930 | 0.456 |
| after detailed placement | 0.512 | 8.60 | 1930 | 0.456 |
| after CTS | 0.524 | 8.99 | 1962 | 0.476 |
| after global routing | 0.541 | 8.52 | 1962 | 0.476 |
| final | 0.522 | 8.99 | 1962 | 0.476 |
Power is estimated from default activity; no workload was simulated.
